===== ./config.mk =====
export PLATFORM = sky130hd
export DESIGN_NAME = i2c_reg8x8
export DESIGN_NICKNAME = i2c_reg8x8
export VERILOG_FILES = /design/flow/design.v
export SDC_FILE = /design/flow/constraint.sdc
export NUM_CORES = 4
export LEC_CHECK = 1
export CORE_AREA = 10 10 71 71
export DIE_AREA = 0 0 81 81

===== ./constraint.sdc =====
current_design i2c_reg8x8

set clk_period 1.5
set clk_io_pct 0.2

create_clock -name clk0 -period $clk_period [get_ports {sys_clk}]

set non_clock_inputs [all_inputs -no_clocks]
set_input_delay [expr $clk_period * $clk_io_pct] -clock clk0 $non_clock_inputs
set_output_delay [expr $clk_period * $clk_io_pct] -clock clk0 [all_outputs]

===== ./design.v =====
`timescale 1ns / 1ps
module i2c_reg8x8
(
input         sys_clk  ,
input         reset_n  ,
input         reg_wen  ,
input         reg_ren  ,
input   [7:0] reg_addr ,
input   [7:0] reg_wdata,
output  [7:0] reg_rdata
);
reg [7:0] reg_10;  
always @ (posedge sys_clk or negedge reset_n) begin
    if(!reset_n) begin
        reg_10 <= 8'haa;
    end else begin
        reg_10 <= (reg_wen & (reg_addr==8'b11000001)) ? reg_wdata : reg_10;
    end
end
reg [7:0] reg_rdata;
always @ (posedge sys_clk or negedge reset_n) begin
    if(!reset_n) begin
        reg_rdata <= 8'b0;
    end else begin
        reg_rdata <= (reg_ren & (reg_addr == 8'b11000001)) ? reg_10 : reg_rdata;
    end
end
endmodule

===== ./run.sh =====
#!/bin/bash
# OpenROAD 26Q1-2900-gdf79404cd8, Yosys 0.63+post, stock flow scripts
make -C /OpenROAD-flow-scripts/flow DESIGN_CONFIG=/design/flow/config.mk WORK_HOME=/design/flow/orfs finish

==> tab_implementation.tex <==
% Synthesis and place-and-route results
\begin{tabular}{lr}
\hline
Metric & Value \\
\hline
\multicolumn{2}{l}{\textbf{Routing}} \\
Number of remaining DRC errors & 0 \\
Initial drt markers & 15 \\
Diodes inserted & 0 \\
Total number of vias & between 400 and 500 \\
Routed len/inst & approximately 13 µm \\
Post-DRT Antenna Nets & 0 \\
Total Wirelength & roughly 1500 µm \\
Routed via count divided by cell count & around 3.6 \\
Count of TritonRoute iterations in the first routing pass & 2 \\
\multicolumn{2}{l}{\textbf{Layout}} \\
Register area & 405.4 µm² \\
Final cell count without fillers & around 120 \\
Multi-input logic area & $\sim$260 µm² \\
Share of final-layout standard cells stronger than drive strength 1 & about two fifths \\
Area of all placed cells without fillers & about 1100 µm² \\
Area growth from synthesis to layout & 64.13\% \\
\# fillers & approximately 370 \\
\multicolumn{2}{l}{\textbf{Synth}} \\
Yosys stat area & about 640 µm² \\
Sequential fraction of the synthesis area & 63.16\% \\
Gate Count Post-Synth & 36 \\
Yosys cell types & 6 \\
Mean post-synth cell area & 17.83 µm² \\
Number of synthesized register bits & 16 \\
Netlist area before placement & between 600 and 700 µm² \\
Total cells reported by yosys after synthesis & 36 \\
Number of synthesis warnings & 1 \\
\multicolumn{2}{l}{\textbf{Clock tree}} \\
Num Clock Sinks & 16 \\
Clock latency reported for the late side of the worst-skew pair & around 0.24 ns \\
CTS tree & yes \\
Htree depth & 1 \\
Post-CTS Setup Repair Bufs & 0 \\
Clock Pin Slew Worst Setup and Hold Paths & approximately 0.06 ns \\
Clock buffer depth & 2 \\
Clock Tree Root & sky130\_fd\_sc\_hd\_\_clkbuf\_8 \\
TritonCTS Buffers & 3 \\
\multicolumn{2}{l}{\textbf{Power}} \\
Total power draw & between 800 and 900 µW \\
Maximum ir drop on the vdd rail & approximately 0.22 mV \\
Power per standard cell area & around 800 nW/µm² \\
Leak pwr & $\sim$0.00049 µW \\
\multicolumn{2}{l}{\textbf{Global route}} \\
Pin count of the biggest net entering global routing & 17 \\
GRT Residual Overflow & 0 \\
All-Layer GR Usage & between 4 and 5\% \\
Antenna violations before repair & 0 \\
First-pass GRT wire length & approximately 2100 µm \\
Number of global-route vias before repair & 445 \\
\multicolumn{2}{l}{\textbf{Placed design}} \\
Number of placed instances, taps included & $\sim$110 \\
Detailed placement HPWL & between 1000 and 1500 µm \\
Post-Place Cell Area & $\sim$980 µm² \\
Weighted congestion at the end of routability-driven global placement & around 0.85 \\
Number of input and output port buffers inserted & 27 \\
Worst setup timing slack at the placement stage & -0.3237 ns \\
\multicolumn{2}{l}{\textbf{Final timing}} \\
Number of pins with negative max-slew slack in the final report & 0 \\
RSZ-0062 raised after global routing & no \\
Max frequency & between 700 and 800 MHz \\
Final Critical Period & $\sim$1.4 ns \\
Post-route clock period utilization & 94.89\% \\
Slew of the pin with the lowest slew margin & between 0.3 and 0.4 ns \\
Worst hold slack & about 0.38 ns \\
Relative slew margins & about three quarters \\
Fin. Hold Viols & 0 \\
Count of final setup violators & 0 \\
Setup clock skew after layout & around 0.00043 ns \\
Setup slack of the critical path after layout & approximately 0.077 ns \\
\multicolumn{2}{l}{\textbf{Min path}} \\
Worst min-delay path category & input port to asynchronous set/reset pin \\
\multicolumn{2}{l}{\textbf{Setup path}} \\
Kind of end point of the critical path & register \\
Critical path class & input port to register \\
Crit path arrival time & roughly 1.6 ns \\
Type of element launching the critical path & input port \\
Critical Path RT & 1.63 ns \\
Maximum fanout count along the critical path & 8 \\
\multicolumn{2}{l}{\textbf{Die}} \\
Die Ht & slightly above 80 µm \\
Ports & 28 \\
Pre-placement core utilization & approximately 18\% \\
FP Rows & 22 \\
Die Size & $\sim$6600 µm² \\
Core region area & 3633 µm² \\
Chip Width & approximately 81 µm \\
\multicolumn{2}{l}{\textbf{Job}} \\
Count of warning messages emitted by the tools & 26 \\
Number of max-cap violations & 0 \\
\multicolumn{2}{l}{\textbf{Outcome}} \\
Result of the run & finished clean \\
\hline
\end{tabular}
==> stage by stage <==
step | TNS (ns) | util [%]
finish | 0 | 28.99
detailed placement | -4.732 | 26.96
global placement | -4.519 | 26.96
CTS | -0.4973 | 28.20
global route | 0 | 28.99
floorplan | 0 | -
==> worst paths after layout <==
path | from | end | slack, ns | cells past startpoint
max | reg_addr[2] | reg_10[4]$_DFFE_PN0P_ | 0.08 | 4
min reg2reg | reg_10[6]$_DFFE_PN0P_ | reg_10[6]$_DFFE_PN0P_ | 0.50 | 1
max in group asynchronous | reset_n | reg_10[5]$_DFFE_PN1P_ | 0.87 | 2
max reg2reg | reg_rdata[2]$_DFFE_PN0P_ | reg_rdata[2]$_DFFE_PN0P_ | 0.74 | 1
min in group clk0 | reg_10[6]$_DFFE_PN0P_ | reg_10[6]$_DFFE_PN0P_ | 0.50 | 1
min | reset_n | reg_rdata[4]$_DFFE_PN0P_ | 0.38 | 2
==> critical path, stage by stage <==
cell and delay [ns]:
sky130_fd_sc_hd__clkdlybuf4s50_1 0.39, sky130_fd_sc_hd__and4bb_2 0.36, sky130_fd_sc_hd__nand3_4 0.16, sky130_fd_sc_hd__mux2_4 0.34
==> sequential cells by signal (all words and copies together) (netlist names) <==
register	cells
reg_10	8
reg_rdata	8
==> power by group <==
part           total, µW  switching (µW)  internal, µW
combinational       79.6            22.4          57.2
sequential           452            5.04           447
clock                319             131           188
==> cells in the mapped netlist, drive strengths merged <==
| master | number | area [µm²] |
|---|---|---|
| and4bb | 1 | 12.51 |
| dfrtp | 12 | 300.3 |
| dfstp | 4 | 105.1 |
| mux2 | 16 | 180.2 |
| nand3 | 2 | 20.02 |
| nor4b | 1 | 23.77 |
==> repair_timing <==
item / CTS / global route
hold buffers: 0 / 0
setup endpoints to repair: 16 / 16
endpoints found under the hold margin: 0 / 0
pin swaps: 0 / 2
gates resized: 0 / 7
==> final cells by class <==
cell class | instances | share of cell area (%)
clock buffers | 4 | 4.276
well taps | 48 | 5.701
multi-input cells | 20 | 24.23
flip-flops and latches | 16 | 38.48
repair buffers | 28 | 27.32
==> cell families (layout without fill, tap and decap cells) <==
group | Yosys count | after routing | share of synthesized area (%)
simple gates | 4 | 4 | 8.771
mux | 16 | 16 | 28.07
flops | 16 | 16 | 63.16
buf+inv | 0 | 32 | 0
==> layout by cell type, fill, tap and decap left out, drive strengths merged <==
cell type	count
and4bb	1
buf	1
clkbuf	4
clkdlybuf4s50	23
dfrtp	12
dfstp	4
dlymetal6s2s	4
mux2	16
nand3	2
nor4b	1
==> layer usage <==
layer	track usage, %	share of wire (%)	routed length [µm]
met1	4.883	42	618
met2	5.971	42	619
met3	3.118	16	239
met4	0.5190	0	0
met5	0	0	0
Power figures rest on the tool's default switching activity, not on a simulated workload.
